<file path="flow/config.mk">
export PLATFORM = sky130hd
export DESIGN_NAME = lab3_2
export DESIGN_NICKNAME = lab3_2
export VERILOG_FILES = /design/flow/design.v
export SDC_FILE = /design/flow/constraint.sdc
export NUM_CORES = 4
export LEC_CHECK = 1
export CORE_UTILIZATION = 50
</file>
<file path="flow/run.sh">
#!/bin/bash
# OpenROAD 26Q1-2900-gdf79404cd8, Yosys 0.63+post, stock flow scripts
make -C /OpenROAD-flow-scripts/flow DESIGN_CONFIG=/design/flow/config.mk WORK_HOME=/design/flow/orfs finish
</file>
<file path="flow/design.v">
`timescale 1ns / 1ps
module lab3_2(
			input[5:0] money,
			input CLK,
			input vm,  
			input [2:0] productID,  
			input sugar,  
			output reg [5:0] moneyLeft,
			output reg [4:0] itemLeft,
			output reg productUnavailable, 
			output reg insufficientFund ,  
			output reg notExactFund ,  
			output reg invalidProduct,  
			output reg sugarUnsuitable,  
			output reg productReady	 
	);
	reg [4:0] numOfSandwiches;
	reg [4:0] numOfChocolate;
	reg [4:0] numOfWaterVM0;
	reg [4:0] numOfWaterVM1;
	reg [4:0] numOfCoffee;
	reg [4:0] numOfTea;
	initial
	begin
		numOfSandwiches = 5'b01010;
		numOfChocolate = 5'b01010;
		numOfWaterVM0 = 5'b00101;
		numOfWaterVM1 = 5'b01010;
		numOfCoffee = 5'b01010;
		numOfTea = 5'b01010;
		productUnavailable=0; 
		insufficientFund=0 ;  
		notExactFund=0;  
		invalidProduct=0;  
		sugarUnsuitable=0;  
		productReady=0;	 
	end
	always @(posedge CLK)
	begin
		productUnavailable=0; 
		insufficientFund=0 ;  
		notExactFund=0;  
		invalidProduct=0;  
		sugarUnsuitable=0;  
		productReady=0;	 
		if(vm==0)
		begin
			case (productID)  
         3'b000 :  begin  
							if(numOfSandwiches==5'b00000)
							begin
								productUnavailable=1;
								moneyLeft=money;
							end
							else
							begin
								if(money!=6'b010100)
								begin
								notExactFund=1;
								moneyLeft=money;
								end
								else
								begin
								productReady=1;
								numOfSandwiches=numOfSandwiches-5'b00001;
								itemLeft=numOfSandwiches;
								moneyLeft=6'b000000;
								end
							end
						 end
         3'b001 :  begin  
							if(numOfChocolate==5'b00000)
							begin
								productUnavailable=1;
								moneyLeft=money;
							end
							else
							begin
								if(money!=6'b001010)
								begin
								notExactFund=1;
								moneyLeft=money;
								end
								else
								begin
								productReady=1;
								numOfChocolate=numOfChocolate-5'b00001;
								itemLeft=numOfChocolate;
								moneyLeft=6'b000000;
								end
							end
						 end  
         3'b010 :  begin  
							if(numOfWaterVM0==5'b00000)
							begin
								productUnavailable=1;
								moneyLeft=money;
							end
							else
							begin
								if(money!=6'b000101)
								begin
								notExactFund=1;
								moneyLeft=money;
								end
								else
								begin
								productReady=1;
								numOfWaterVM0=numOfWaterVM0-5'b00001;
								itemLeft=numOfWaterVM0;
								moneyLeft=6'b000000;
								end
							end
						 end  
         3'b011 :  begin
							invalidProduct=1;
							moneyLeft=money;
						 end
			3'b100 :  begin
							invalidProduct=1;
							moneyLeft=money;
						 end
			3'b101 :  begin
							invalidProduct=1;
							moneyLeft=money;
						 end	
			3'b110 :  begin
							invalidProduct=1;
							moneyLeft=money;
						 end	
			3'b111 :  begin
							invalidProduct=1;
							moneyLeft=money;
						 end				
      endcase
		end
		else
		begin
		case (productID)  
         3'b000 :  begin
							invalidProduct=1;
							moneyLeft=money;
						 end
         3'b001 :  begin
							invalidProduct=1;
							moneyLeft=money;
						 end
         3'b010 :  begin  
							if(sugar==1)
							begin
								sugarUnsuitable=1;
								moneyLeft=money;
							end
							else
							begin
							if(numOfWaterVM1==5'b00000)
							begin
								productUnavailable=1;
								moneyLeft=money;
							end
							else
							begin
								if(money<6'b000101)
								begin
								insufficientFund=1;
								moneyLeft=money;
								end
								else
								begin
								productReady=1;
								numOfWaterVM1=numOfWaterVM1-5'b00001;
								itemLeft=numOfWaterVM1;
								moneyLeft=money-6'b000101;
								end
							end
							end
						 end  
         3'b011 :  begin  
							if(numOfCoffee==5'b00000)
							begin
								productUnavailable=1;
								moneyLeft=money;
							end
							else
							begin
								if(money<6'b001100)
								begin
								insufficientFund=1;
								moneyLeft=money;
								end
								else
								begin
								productReady=1;
								numOfCoffee=numOfCoffee-5'b00001;
								itemLeft=numOfCoffee;
								moneyLeft=money-6'b001100;
								end
							end
						 end
			3'b100 :  begin  
							if(numOfTea==5'b00000)
							begin
								productUnavailable=1;
								moneyLeft=money;
							end
							else
							begin
								if(money<6'b001000)
								begin
								insufficientFund=1;
								moneyLeft=money;
								end
								else
								begin
								productReady=1;
								numOfTea=numOfTea-5'b00001;
								itemLeft=numOfTea;
								moneyLeft=money-6'b001000;
								end
							end
						 end
			3'b101 :  begin
							invalidProduct=1;
							moneyLeft=money;
						 end	
			3'b110 :  begin
							invalidProduct=1;
							moneyLeft=money;
						 end	
			3'b111 :  begin
							invalidProduct=1;
							moneyLeft=money;
						 end			
      endcase
		end
	end
endmodule
</file>
<file path="flow/constraint.sdc">
current_design lab3_2

set clk_period 3.5
set clk_io_pct 0.2

create_clock -name clk0 -period $clk_period [get_ports {CLK}]

set non_clock_inputs [all_inputs -no_clocks]
set_input_delay [expr $clk_period * $clk_io_pct] -clock clk0 $non_clock_inputs
set_output_delay [expr $clk_period * $clk_io_pct] -clock clk0 [all_outputs]
</file>
==> results_slide.txt <==
Implementation Results

Drt
  • Total inserted antenna cells: 0
  • Vias per cell: 5.63
  • WL final: 6610 um
  • DRC viols: 0
  • Initial DRC count: 100
  • First drt pass iteration count: 4
  • Routed Antenna Nets: 0
  • Vias: 2161
  • WL/cell: 17.2 um

Logic synthesis
  • Async SR Flop Fraction: 0%
  • Ys Warns: 1
  • Primary FF master, synth: edfxtp_1
  • Post-synth EDFFs: 35
  • Yosys stat area: 2990 um^2
  • Post-synth design cell area: 2990 um^2
  • Cell Type Count: 69
  • Post-Synthesis Cells: 275
  • Register share after synthesis: 43.2%
  • Post-synth regs: 47
  • Mapped Avg Cell Area: 10.9 um^2
  • Area leader, netlist: edfxtp_1
  • Yosys cell count: 275
  • Top-area cell share: 35.1%
  • Top cells by area: edfxtp_1 35%, dfxtp_1 8.0%, ha_1 7.1%

Power
  • Net load switching power: 285 uW
  • Worst ir drop on vdd: 0.192 mV
  • Pwr per Cell Area: 363 nW/um^2
  • Switch share: 22.5%
  • Reg power frac: 48.6%
  • P_leak: 0.00135 uW
  • Clock network power share: 38.4%
  • Combinational fraction of design power: 13.0%
  • Pint: 982 uW

Global route
  • GRT overflow: 0
  • First-pass GRT wire length: 10900 um
  • Pin count of the biggest net entering global routing: 18
  • Total track usage: 23.9%
  • Initial antenna violation count: 0
  • Number of global-route vias before repair: 2155

Finish
  • Most frequent cells in the layout: 35 x edfxtp_1, 28 x clkdlybuf4s50_1, 26 x inv_1, 24 x nor2_1, 19 x xor2_1
  • P&R area growth vs syn: 16.7%
  • FILL cells: 450
  • Commonest Layout Cell: edfxtp_1
  • Comb area: 1500 um^2
  • Share of layout cells above drive strength 1: 14.4%
  • Fin util: 61.9%
  • Reg area: 1290 um^2

STA
  • Final Cycle Share: 75.3%
  • Max Freq: 379 MHz
  • Slew @ Worst Pin: 598 ps
  • Final setup fails: 0
  • Final Slew Violations: 0
  • Worst setup margin: 864 ps
  • RSZ-0062 raised after global routing: no
  • Final Hold Viols: 0
  • Slew headroom: 59.6%
  • Post-route minimum period: 2640 ps
  • Worst Skew: 5.43 ps
  • Setup TNS: 0 ps

CTS
  • Number of CTS-inserted buffers: 5
  • Post-cts hold buffer count: 0
  • Post-CTS setup repair buffer count: 0
  • Max Root-Sink Buffers: 2
  • Clock sinks: 47
  • Clock-pin slew on the worst setup and hold paths: 90 ps
  • CTS HTree Levels: 2
  • CTS-repair resized insts: 0
  • Root buffer selected by CTS: clkbuf_8
  • CTS tree: built
  • Clk ins delay skew pair: 300 ps

Flow run
  • Log Warnings: 34
  • Total of max-cap violations: 0

Die
  • Row Count: 27
  • Starting Density: 53.0%
  • DIE WIDTH: 79.3 um
  • DIE AREA: 6290 um^2
  • I/O pin total: 29
  • DIE HEIGHT: 79.3 um
  • Core box area: 5640 um^2

Placed design
  • Hpwl dp: 5060 um
  • Setup WS pre-CTS: 557 ps
  • Port Buf Inserts: 28
  • Final Wtd Congestion: 0.923

Min path
  • Worst hold path class: flip-flop to flip-flop
  • Hold path cells: 1
  • Worst hold start: numOfSandwiches[0]
  • Hold endpoint: numOfSandwiches[0]

Setup path
  • Critical Path Fanout Max: 7
  • WS Path Type: input pin to flip-flop
  • Worst reg2reg path startpoint: numOfTea[0]
  • R2R Setup Slk: 1190 ps
  • Critical R2R Capture: itemLeft[1]
  • CP endpoint kind: flip-flop
  • Crit start category: input pin
  • Crit path DAT: 2890 ps
  • Worst-case reg-to-reg path depth: 8
  • Required @ worst endpoint: 3750 ps

Status
  • Status: completed
[per-layer routing]
metal	routed length [um]	GRT usage (%)	vias up	part of all wire, %
met1	3110	38.0	1002	47
li1	-	-	1088	-
met3	531	8.05	7	8.0
met5	0	0	-	0
met4	75	3.64	0	1.1
met2	2890	34.1	64	44
[cell families (layout without fill, tap and decap cells)]
| family | Yosys count | after routing | share of synthesized area [%] |
|---|---|---|---|
| multiplexers | 4 | 4 | 1.51 |
| AND/OR/NAND/NOR | 92 | 92 | 20.8 |
| flip-flops | 47 | 47 | 43.2 |
| adder cells (fa/ha/maj) | 17 | 17 | 7.11 |
| buffers and inverters | 37 | 74 | 6.61 |
| AND-OR/OR-AND | 57 | 57 | 14.6 |
| XOR/XNOR | 21 | 21 | 6.15 |
[worst max-delay path by stage]
stage                   to  slack [ps]  cells past startpoint     start
CTS           moneyLeft[1]         880                      8  money[0]
global route  moneyLeft[1]         760                      8  money[0]
finish        moneyLeft[1]         860                      8  money[0]
[critical path, cell delays in order]
cell and delay, ps:
clkdlybuf4s50_1 520, inv_1 110, ha_1 220, nand2b_1 170, a211oi_2 450, and3_4 330, mux2_4 320, nor2_2 70
[sequential cells by signal (all words and copies together) (netlist names)]
signal              flops
numOfWaterVM1           5
insufficientFund        1
numOfCoffee             5
moneyLeft               6
numOfSandwiches         5
notExactFund            1
invalidProduct          1
itemLeft                5
numOfTea                5
productUnavailable      1
numOfWaterVM0           5
sugarUnsuitable         1
numOfChocolate          5
productReady            1
[through the flow]
step                      hold WS, ps  area [um^2]  std cells  total power (uW)
after floorplan                   565         2990        275               724
after global placement            592         3350        376               793
after detailed placement          594         3350        376               792
after CTS                         608         3490        384              1280
after global routing              633         3490        384              1320
final                             610         3490        384              1270
[power groups by stage]
| stage | Clock, uW | Combinational (uW) | Sequential [uW] |
|---|---|---|---|
| 5_1_grt | 519 | 182 | 618 |
| 4_1_cts | 497 | 165 | 616 |
| 6_report | 487 | 165 | 616 |
[cell usage after synthesis (3+ instances only)]
master,number
clkbuf_8,3
nor4b_2,3
nand2_1,6
dfxtp_1,12
o211ai_1,3
mux2i_1,3
nand2b_1,4
o21ai_0,6
nor2b_1,3
o22ai_1,4
nor3_1,12
buf_4,3
nor4_1,3
inv_1,26
a21oi_1,15
nor2_1,24
xor2_1,19
a22oi_1,5
nor3b_1,7
ha_1,17
edfxtp_1,35
[final cells by class]
type	instances	share of cell area, %
Multi-Input combinational cell	191	43.0
Sequential cell	47	37.0
Tap cell	72	2.58
Inverter	26	2.80
Timing Repair Buffer	40	10.6
Clock inverter	3	2.04
Clock buffer	5	1.97
Power figures rest on the tool's default switching activity, not on a simulated workload.
