$ cat design/flow/config.mk
export PLATFORM = sky130hd
export DESIGN_NAME = EncodedMemory
export DESIGN_NICKNAME = EncodedMemory
export VERILOG_FILES = /design/flow/design.v
export SDC_FILE = /design/flow/constraint.sdc
export NUM_CORES = 4
export LEC_CHECK = 1
export CORE_UTILIZATION = 50
$ cat design/flow/constraint.sdc
current_design EncodedMemory

set clk_period 4.6
set clk_io_pct 0.2

create_clock -name clk0 -period $clk_period [get_ports {CLK}]

set non_clock_inputs [all_inputs -no_clocks]
set_input_delay [expr $clk_period * $clk_io_pct] -clock clk0 $non_clock_inputs
set_output_delay [expr $clk_period * $clk_io_pct] -clock clk0 [all_outputs]
$ cat design/flow/design.v
`timescale 1ns / 1ps
module ROM (
input [2:0] addr,
output reg [7:0] dataOut);
	always @*
	begin
	case (addr)  
         3'b000 :  begin 
							 dataOut=8'b00000000;
						 end
         3'b001 :  begin 
							 dataOut=8'b01010101;
						 end  
         3'b010 :  begin 
							 dataOut=8'b10101010;
						 end  
         3'b011 :  begin 
							 dataOut=8'b00110011;
						 end
			3'b100 :  begin 
							 dataOut=8'b11001100;
						 end
			3'b101 :  begin 
							 dataOut=8'b00001111;
						 end	
			3'b110 :  begin 
							 dataOut=8'b11110000;
						 end	
			3'b111 :  begin 
							dataOut=8'b11111111;
						 end				
      endcase
end
endmodule
module Difference_RAM (
input mode,
input [2:0] addr,
input [7:0] dataIn,
input [7:0] mask,
input CLK,
output reg [7:0] dataOut);
reg [7:0] ram[7:0];
initial
	begin
		dataOut=8'b00000000;
		ram[0]=8'b00000000;
		ram[1]=8'b00000000;
		ram[2]=8'b00000000;
		ram[3]=8'b00000000;
		ram[4]=8'b00000000;
		ram[5]=8'b00000000;
		ram[6]=8'b00000000;
		ram[7]=8'b00000000;
	end
always @(posedge CLK)
	begin
	if (mode==0)
	begin
	case (addr)  
         3'b000 :  begin 
							if (dataIn> mask) begin
								ram[0]=dataIn-mask;
							end
							else begin
								ram[0]=mask- dataIn;
							end
						 end
         3'b001 :  begin 
							 if (dataIn> mask) begin
								ram[1]=dataIn-mask;
							end
							else begin
								ram[1]=mask- dataIn;
							end
						 end  
         3'b010 :  begin 
							 if (dataIn> mask) begin
								ram[2]=dataIn-mask;
							end
							else begin
								ram[2]=mask- dataIn;
							end
						 end  
         3'b011 :  begin 
							 if (dataIn> mask) begin
								ram[3]=dataIn-mask;
							end
							else begin
								ram[3]=mask- dataIn;
							end
						 end
			3'b100 :  begin 
							 if (dataIn> mask) begin
								ram[4]=dataIn-mask;
							end
							else begin
								ram[4]=mask- dataIn;
							end
						 end
			3'b101 :  begin 
							 if (dataIn> mask) begin
								ram[5]=dataIn-mask;
							end
							else begin
								ram[5]=mask- dataIn;
							end
						 end	
			3'b110 :  begin 
							 if (dataIn> mask) begin
								ram[6]=dataIn-mask;
							end
							else begin
								ram[6]=mask- dataIn;
							end
						 end	
			3'b111 :  begin 
							if (dataIn> mask) begin
								ram[7]=dataIn-mask;
							end
							else begin
								ram[7]=mask- dataIn;
							end
						 end				
      endcase
	end
	end
always @(mode or addr)
	begin
	if (mode==1)
	begin
case (addr)  
         3'b000 :  begin 
							 dataOut=ram[0];
						 end
         3'b001 :  begin 
							 dataOut=ram[1];
						 end  
         3'b010 :  begin 
							 dataOut=ram[2];
						 end  
         3'b011 :  begin 
							 dataOut=ram[3];
						 end
			3'b100 :  begin 
							 dataOut=ram[4];
						 end
			3'b101 :  begin 
							 dataOut=ram[5];
						 end	
			3'b110 :  begin 
							 dataOut=ram[6];
						 end	
			3'b111 :  begin 
							 dataOut=ram[7];
						 end				
      endcase
	end
	end
endmodule
module EncodedMemory (
input mode,
input [2:0] index,
input [7:0] number,
input CLK,
output [7:0] result);
	wire [7:0] mask;
	ROM R(index, mask);
	Difference_RAM DR(mode, index, number, mask, CLK, result);
endmodule
$ cat design/flow/run.sh
#!/bin/bash
# OpenROAD 26Q1-2900-gdf79404cd8, Yosys 0.63+post, stock flow scripts
make -C /OpenROAD-flow-scripts/flow DESIGN_CONFIG=/design/flow/config.mk WORK_HOME=/design/flow/orfs finish
==> results.txt <==
yosys + openroad results -> critical path peak fanout 24, dominant logic cell types in the final layout edfxtp_1, clkdlybuf4s50_1, buf_4, total detailed-routing wirelength 7441 µm, CTS root buffer clkbuf_8, DRC errors left 0, outcome finished clean, fin crit share approximately 86%, post-synth top area cell edfxtp_1, largest net degree at the start of global routing 25, endpoints failing setup 0, first-pass GRT wire length 11960 µm, post_cts resized 0, via density per instance approximately 6, Slew @ Worst Pin 0.8190 ns, vias in the first global route about 2200, floorplan core area 0.006495 mm², Critical Path Source Type input pin, Cell Type Count 52, die outline area 0.007192 mm², Worst Setup End Kind flop, achievable clock frequency roughly 250 MHz, final hold violation count 0, drt first-iter violations 92, total of flip-flops plus latches after synthesis 72, Antenna Nets Post-Route 0, CP Cell Sequence clkdlybuf4s50_1 > buf_4 > xor2_1 > ha_1 > nand3b_1 > a21oi_1 > o22a_1 > mux2i_1 > xor2_1, RSZ-0062 raised after global routing no, routed length on met2 3342 µm, Yosys Warn Count 3, horizontal die size 84.81 µm, leading post-synthesis cells by cell area edfxtp_1, ha_1, dlxtp_1, core utilization at floorplan between 50 and 60%, clock slew at reported path FFs 0.07 ns, cell with the largest stage delay on the worst path clkdlybuf4s50_1, vias after detailed routing ~2200, cell count listed in synth_stat.txt 261, Lkg Pwr between 0.0015 and 0.002 µW, top flip-flop cell by instance count after synthesis edfxtp_1, Setup Crit Path Kind input pin to flop, routed wire length per instance 19.69 µm, async set or reset register ratio after synthesis 0%, # port buffers 20, met3 routed WL 718 µm, Max-slew headroom a little under half, Cell Rows 29, DR pass1 iterations 15, worst supply voltage drop on vdd 0.3081 mV, Top Family by Delay on Critical Path buffers and inverters, fraction of final layout cells sized beyond drive strength 1 between 15 and 20%, depth of the CTS H-tree 3, TritonCTS Buffers 9, data arrival time of the worst path 4.02 ns, class of the tightest hold or removal check input pin to flop, # Post-CTS Setup Buffers 0, TritonCTS clock tree built, uppermost metal layer occupied by signal nets met4, met1 WL 3302 µm, final count of pins violating max slew 0, clock period minus final worst setup slack 3.953 ns, Setup TNS Final 0 ns, Buf/Inv on CP 2, height of the die 84.81 µm, number of buffers on the longest clock path 2, Cell Area, Synth 0.003428 mm², post-DP HPWL 5296 µm, Non-Filler Instances roughly 380, Post-synth EDFFs 64, hold_buf cts 0, cell with the most instances on the worst path xor2_1, total global routing track utilization about a quarter, total global routing overflow 0, antenna cell count 0, yosys-reported design area after synthesis 0.003428 mm², most frequent standard cell in the layout excluding fill and tap cells edfxtp_1, final RePlAce weighted congestion just under 0.9, total I/O pin count 21, mean post-synth cell area between 10 and 15 µm², Post-Synthesis Cells 261, Data required, critical path ~4.7 ns, Synth top area share 56.06%, cell area power density 378.9 mW/mm², endpoints left unconstrained 16, number of antenna violations at the first check in global routing 0, tool warnings 34, count of fill cells added during filler insertion 503, count of maximum capacitance violations 0, longest individual stage delay on the worst path 0.62 ns, number of register pins that no clock reaches 8, cell total after placement 362, synthesis-to-finish area growth 16.75%
## cell type report
cell class,count,area (µm²),share of cell area (%)
Sequential cell,72,2042,51.02
Clock buffer,9,123.9,3.095
Inverter,16,60.06,1.500
Tap cell,77,96.34,2.407
Clock inverter,7,96.34,2.407
Timing Repair Buffer,40,350.3,8.753
Multi-Input combinational cell,157,1234,30.82
## where the power goes
group          switching [µW]  leakage, µW  internal [µW]
Clock                     212     0.000101            304
Sequential               7.50     0.000644            730
Combinational             157     0.000754            105
## state kept, by name, indices dropped and copies added, names as in the netlist
name and count:
DR.dataOut 8, DR.ram 64
## worst min-delay path, delay by kind of cell
kind / cells / cell delay [ns]
buffers and inverters: 2 / 0.61
adder cells (fa/ha/maj): 1 / 0.20
## logic make-up (layout without fill, tap and decap cells)
kind of cell | after synthesis | after routing | synth area share [%]
AND/OR/NAND/NOR | 46 | 46 | 6.752
adder cells (fa/ha/maj) | 18 | 18 | 7.007
AND-OR/OR-AND | 67 | 67 | 13.61
flip-flops | 64 | 64 | 56.06
latches | 8 | 8 | 3.503
buffers and inverters | 32 | 72 | 4.452
XOR/XNOR | 8 | 8 | 2.044
multiplexers | 18 | 18 | 6.569
## layer usage
layer  GRT usage, %  vias to the layer above
met3          10.56                        8
li1               -                     1058
met1          39.59                     1055
met2          35.48                       99
met5              0                        -
met4          2.773                        0
## worst paths after layout
| kind | startpoint | to | slack [ns] | depth (start not counted) |
|---|---|---|---|---|
| min | number[0] | DR.ram[7][0]$_DFFE_PP_ | 1.60 | 3 |
| max | index[2] | DR.ram[0][5]$_DFFE_PP_ | 0.65 | 9 |
## synthesized netlist by cell type (all sizes together) (3+ instances only)
cell type	count
a221oi	7
a21oi	16
ha	16
o21bai	3
xor2	6
edfxtp	64
a211oi	3
inv	16
buf	15
mux4	3
mux2	6
a22oi	4
nor3	4
o21ai	8
nand2	8
nand2b	4
a21o	4
dlxtp	8
nor2b	8
mux2i	9
nor2	13
a31oi	6
## through the flow
step	hold slack [ns]	power (µW)	area, µm²	util [%]	setup slack [ns]
after floorplan	1.223	922.3	3428	-	1.142
after global placement	1.985	1014	3782	58.24	0.3250
after detailed placement	1.967	1013	3782	58.24	0.3263
after CTS	1.601	1530	4003	61.63	0.6728
after global routing	1.617	1584	4003	61.63	0.3430
final	1.597	1517	4003	61.63	0.6470
Power and IR drop assume default switching activity.
