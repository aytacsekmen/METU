<file path="flow/constraint.sdc">
current_design SelectionOfAvatar

set clk_period 10.7
set clk_io_pct 0.2

create_clock -name clk0 -period $clk_period [get_ports {CLK}]

set non_clock_inputs [all_inputs -no_clocks]
set_input_delay [expr $clk_period * $clk_io_pct] -clock clk0 $non_clock_inputs
set_output_delay [expr $clk_period * $clk_io_pct] -clock clk0 [all_outputs]
</file>
<file path="flow/run.sh">
#!/bin/bash
# OpenROAD 26Q1-2900-gdf79404cd8, Yosys 0.63+post, stock flow scripts
make -C /OpenROAD-flow-scripts/flow DESIGN_CONFIG=/design/flow/config.mk WORK_HOME=/design/flow/orfs finish
</file>
<file path="flow/config.mk">
export PLATFORM = sky130hd
export DESIGN_NAME = SelectionOfAvatar
export DESIGN_NICKNAME = SelectionOfAvatar
export VERILOG_FILES = /design/flow/design.v
export SDC_FILE = /design/flow/constraint.sdc
export NUM_CORES = 4
export LEC_CHECK = 1
export CORE_UTILIZATION = 50
</file>
<file path="flow/design.v">
`timescale 1ns / 1ps
module SelectionOfAvatar(
	input [1:0] mode,
	input [5:0] userID,
	input [1:0] candidate,  
	input CLK,
	output reg [1:0] ballotBoxId,
	output reg [5:0] numberOfRegisteredVoters,
	output reg [5:0] numberOfVotesWinner,  
	output reg [1:0] WinnerId,
	output reg AlreadyRegistered,
	output reg AlreadyVoted,
	output reg NotRegistered,
	output reg VotingHasNotStarted,
	output reg RegistrationHasEnded
	);
	integer number_clock;
	reg [1:0] members [63:0];
	reg [5:0] candidates_vote_number [3:0];
	integer loop;
	integer loop2;
	integer loop3;
	reg [1:0] temp_winnerID;
	reg [5:0] temp_winner_vote;
	initial begin
		number_clock=0;
		numberOfRegisteredVoters=6'b00000;
		numberOfVotesWinner=6'b00000;
		AlreadyRegistered=0;
		AlreadyVoted=0;
		NotRegistered=0;
		WinnerId=0;
		VotingHasNotStarted=0;
		RegistrationHasEnded=0;
		temp_winnerID=2'b00;
		temp_winner_vote=6'b000000;
		loop3=0;
		loop=0;
	   loop2=0;
		for (loop = 0; loop < 64; loop = loop + 1) begin
			members[loop] = 2'b00;
		end
		for (loop2 = 0; loop2 < 4; loop2 = loop2 + 1) begin
			candidates_vote_number[loop2] = 6'b000000;
		end
	end
	always @(posedge CLK)
	begin
		AlreadyRegistered=0;
		AlreadyVoted=0;
		WinnerId=0;
		NotRegistered=0;
		VotingHasNotStarted=0;
		RegistrationHasEnded=0;
		number_clock=number_clock+1;
		if(number_clock<=100) 
		begin
			if(mode==0) 
			begin
				if(members[userID][0]==0) 
				begin
					members[userID][0]=1;
					numberOfRegisteredVoters=numberOfRegisteredVoters+1;
					if(userID>=48)
					begin
					ballotBoxId=2'b11;
					end
					else if(userID<=47 && userID>=32)
					begin
					ballotBoxId=2'b10;
					end
					else if(userID<=31 && userID>=16)
					begin
					ballotBoxId=2'b01;
					end
					else if(userID<=15 && userID >=0)
					begin
					ballotBoxId=2'b00;
					end
				end
				else if(members[userID][0]==1) 
				begin
					AlreadyRegistered=1;
					if(userID>=48)
					begin
					ballotBoxId=2'b11;
					end
					else if(userID<=47 && userID>=32)
					begin
					ballotBoxId=2'b10;
					end
					else if(userID<=31 && userID>=16)
					begin
					ballotBoxId=2'b01;
					end
					else if(userID<=15 && userID >=0)
					begin
					ballotBoxId=2'b00;
					end
				end
			end
			else if(mode==1) 
			begin
					VotingHasNotStarted=1;
					if(userID>=48)
					begin
					ballotBoxId=2'b11;
					end
					else if(userID<=47 && userID>=32)
					begin
					ballotBoxId=2'b10;
					end
					else if(userID<=31 && userID>=16)
					begin
					ballotBoxId=2'b01;
					end
					else if(userID<=15 && userID >=0)
					begin
					ballotBoxId=2'b00;
					end
			end
		end
		else if(number_clock<=200 && number_clock>100) 
		begin
			if(mode==0) 
			begin
				RegistrationHasEnded=1;
				if(userID>=48)
					begin
					ballotBoxId=2'b11;
					end
					else if(userID<=47 && userID>=32)
					begin
					ballotBoxId=2'b10;
					end
					else if(userID<=31 && userID>=16)
					begin
					ballotBoxId=2'b01;
					end
					else if(userID<=15 && userID >=0)
					begin
					ballotBoxId=2'b00;
					end
			end
			else if(mode==1) 
			begin
			if(members[userID][1]==0) 
				begin
				if(members[userID][0]==1)
				begin
					members[userID][1]=1;
					candidates_vote_number[candidate]=candidates_vote_number[candidate]+6'b000001;
					if(userID>=48)
					begin
					ballotBoxId=2'b11;
					end
					else if(userID<=47 && userID>=32)
					begin
					ballotBoxId=2'b10;
					end
					else if(userID<=31 && userID>=16)
					begin
					ballotBoxId=2'b01;
					end
					else if(userID<=15 && userID >=0)
					begin
					ballotBoxId=2'b00;
					end
				end
				else
				begin
					NotRegistered=1;
					if(userID>=48)
					begin
					ballotBoxId=2'b11;
					end
					else if(userID<=47 && userID>=32)
					begin
					ballotBoxId=2'b10;
					end
					else if(userID<=31 && userID>=16)
					begin
					ballotBoxId=2'b01;
					end
					else if(userID<=15 && userID >=0)
					begin
					ballotBoxId=2'b00;
					end
				end
			end
				else if(members[userID][1]==1) 
				begin
					AlreadyVoted=1;
					if(userID>=48)
					begin
					ballotBoxId=2'b11;
					end
					else if(userID<=47 && userID>=32)
					begin
					ballotBoxId=2'b10;
					end
					else if(userID<=31 && userID>=16)
					begin
					ballotBoxId=2'b01;
					end
					else if(userID<=15 && userID >=0)
					begin
					ballotBoxId=2'b00;
					end
				end
			end
		end
		else if(number_clock>200) 
		begin
			for (loop3 = 0; loop3 < 4; loop3 = loop3 + 1) begin
				if (candidates_vote_number[loop3]>temp_winner_vote)
				begin
				temp_winnerID=loop3;
				temp_winner_vote=candidates_vote_number[loop3];
				end
			end
			WinnerId=temp_winnerID;
			numberOfVotesWinner=temp_winner_vote;
			if(userID>=48)
					begin
					ballotBoxId=2'b11;
					end
					else if(userID<=47 && userID>=32)
					begin
					ballotBoxId=2'b10;
					end
					else if(userID<=31 && userID>=16)
					begin
					ballotBoxId=2'b01;
					end
					else if(userID<=15 && userID >=0)
					begin
					ballotBoxId=2'b00;
					end
		end
	end
endmodule
</file>
==> summary.txt <==
Physical implementation status

The run finished with clean final reports. The report shows a maximum critical-path fanout of 16. At the pin with the least slew margin, the transition time is 0.911 ns.

The clock-pin slew reported for the worst setup and hold paths after clock tree synthesis stands at 0.06 ns. Once synthesis finished, the tally of register bits stood at 207. The biggest area contributor in the post-synthesis netlist is sky130_fd_sc_hd__edfxtp_1.

The overall power consumption stands at 1.76 mW. The vertical die dimension stands at 152 um. The final design instance area without fill stands at 0.0129 mm^2. Sorting the synthesized cells by how often they occur yields sky130_fd_sc_hd__edfxtp_1 (168), sky130_fd_sc_hd__nand3_1 (95), sky130_fd_sc_hd__nand2_1 (72), sky130_fd_sc_hd__nor3_1 (72), sky130_fd_sc_hd__nor2_1 (67). For reference, the final report shows the hold violation count at 0. The per-cell via count in the routed design stands at 5.74. Per the synth stats, the proportion of register bits with asynchronous set or reset is 0%.

The period utilization stands at 67.7%. In the setup report, the worst path falls into the class reg -> reg. Setup repair after global routing left no endpoint under its margin.

The static leakage stands at 4.35 nW. The initial antenna violation count stands at 0. The final RePlAce weighted congestion stands at 0.893. The number of antenna diodes stands at 0.

The cell that appears most often on the critical path is sky130_fd_sc_hd__o21a_1. The worst VDD IR drop from the latest analysis is 0.136 mV. Row generation in the floorplan step produced 54 rows. Counting every sink on the clock net gives 207. In the Yosys report the total cell count is 1048. CTS placed an instance of sky130_fd_sc_hd__clkbuf_16 at the clock tree root. The worst path required time stands at 11.03 ns. The average instance in the mapped netlist occupies 10.7 um^2. The detailed router placed 8410 vias in this run.

The number of global-route vias before repair came to 8128. The synthesis report names the predominant flop master as sky130_fd_sc_hd__edfxtp_1. Counting distinct cell types in the post-synthesis netlist gives 89.

Entering global routing, the biggest net connects 73 pins. The aggregate negative setup slack stands at 0 ns. The first detailed-routing pass took 21 iterations.

The area share of the largest cell type after synthesis stands at 44.9%. Per the post-route antenna check, the number of violating nets is 0. According to the dpl log, the detail-placed design has an HPWL of 18.2 mm. For this design the ratio of total power to cell area is 136 mW/mm^2. The count of synthesis-stage warnings from yosys stands at 3. The buffer_ports step reported a buffer count of 31. For reference, the final report shows the max-slew violation count at 0.

Clock latency on the worst-skew pair, taken at its later pin, is 0.51 ns. The routed length per placed instance stands at 19.0 um. The total overflow left after global routing is 0. Looking at the clock tree report, the H-tree level count equals 1. The initial DRC count stands at 517. Once the clock tree was built, the resizer swapped 0 gates to a different size. The fraction of the yosys area taken by sequential cells stands at 51.8%.

After synthesis the cells add up to 0.0112 mm^2. The number of enable-type register cells in the synthesized netlist stands at 168. The slowest stage of the critical path belongs to the cell sky130_fd_sc_hd__a31oi_1.

The number of standard cells after synthesis stands at 1048. The total of max-cap violations stands at 0. Overall routing resource usage recorded by global route was 26.6%.

The first-pass GRT wire length stands at 44.7 mm. In the routed design, unresolved DRC markers number 0. Cells fill 58.8% of the core in the end.

The time the final worst path needs with I/O delays and setup stands at 7.24 ns. From the final report, the count of setup violators was given as 0. Per the run report, area growth between synthesis and finish was 14.8%. Measured along the x axis, the die boundary spans 152 um. The relative slew slack stands at 38.6%.

The area of the synthesized netlist per yosys stat stands at 0.0112 mm^2. By instance count, the leading cell after synthesis is sky130_fd_sc_hd__edfxtp_1. According to the floorplan report, the total die area is 0.0231 mm^2.

The filler-free cell count of the finished design stands at 1466. For the final database, setup skew stands at 0.0107 ns. In this run, CTS created clock tree buffers numbering 24. STA classifies the critical path endpoint as a flip-flop. The most critical min-delay path falls under reg -> reg. The count of tool warnings stands at 26. The count of boundary I/O pins stands at 32. Counting the fill cells in the layout gives 1843. In the detailed route, the total length drawn on met3 is 3.03 mm.

The clock tree buffer depth stands at 3. Signal nets in the final route climb as high as met4. Of the cells placed in the final design, the portion with a size suffix greater than 1 is 9.87%.

The highest clock rate this design can be run at is 138 MHz. STA classifies the critical path startpoint as a flip-flop. TritonCTS built the clock tree. The report puts the hold buffer count at CTS at 0.

The total wire length after detailed routing stands at 27.8 mm. The detailed placer reported the number of placed instances as 1425. After synthesis, the cell types taking the most area are sky130_fd_sc_hd__edfxtp_1 (45%), sky130_fd_sc_hd__dfxtp_1 (6.9%), sky130_fd_sc_hd__nand3_1 (4.2%). The wire length on met2 stands at 11.7 mm.

The critical path data arrival time stands at 7.57 ns. The floorplan step defined a core boundary enclosing 0.0220 mm^2. The floorplan step records an initial core utilization of 51.2%. For this block, wires on met1 add up to 12.6 mm. The setup fix buffers added after clock tree synthesis stands at 0. The post-placement cell area stands at 0.0121 mm^2. The peak per-stage delay on the critical path stands at 0.58 ns.
## critical path: cells and delay by family, from the launching register on
| kind | cells | cell delay, ns |
|---|---|---|
| AOI/OAI and AO/OA | 15 | 3.33 |
| adders and majority gates | 4 | 1.19 |
| buffers and inverters | 1 | 0.22 |
| DFF | 1 | 0.42 |
| muxes | 3 | 0.92 |
| and+or+nand+nor | 7 | 0.98 |
## registers in the layout, summed over array words and instances, names as in the netlist
signal and count:
members 128, number_clock 32, candidates_vote_number 24, numberOfRegisteredVoters 6, numberOfVotesWinner 6, WinnerId 2
ballotBoxId 2, temp_winnerID 2, AlreadyRegistered 1, AlreadyVoted 1, NotRegistered 1, RegistrationHasEnded 1
VotingHasNotStarted 1
## logic make-up (layout without fill, tap and decap cells)
kind of cell | count (synthesis) | after routing | share of synthesized area, %
and+or+nand+nor | 469 | 469 | 22.6
DFF | 207 | 207 | 51.8
AOI/OAI and AO/OA | 141 | 141 | 9.42
buffers and inverters | 122 | 133 | 5.19
muxes | 43 | 43 | 4.94
xor gates and xnor gates | 39 | 39 | 3.11
adders and majority gates | 26 | 26 | 2.90
other | 1 | 128 | 0.0334
## cell usage in the layout, fill, tap and decap left out, types with 6 or more instances in the layout
cell type,n
sky130_fd_sc_hd__edfxtp_1,168
sky130_fd_sc_hd__conb_1,128
sky130_fd_sc_hd__nand3_1,95
sky130_fd_sc_hd__nand2_1,72
sky130_fd_sc_hd__nor3_1,72
sky130_fd_sc_hd__nor2_1,67
sky130_fd_sc_hd__nor4_1,52
sky130_fd_sc_hd__dfxtp_1,39
sky130_fd_sc_hd__clkdlybuf4s50_1,31
sky130_fd_sc_hd__inv_1,30
sky130_fd_sc_hd__buf_4,30
sky130_fd_sc_hd__ha_1,26
sky130_fd_sc_hd__clkbuf_16,25
sky130_fd_sc_hd__xnor2_1,23
sky130_fd_sc_hd__a21oi_1,19
sky130_fd_sc_hd__mux2i_1,18
sky130_fd_sc_hd__and2_1,15
sky130_fd_sc_hd__xor2_1,15
sky130_fd_sc_hd__mux2_2,15
sky130_fd_sc_hd__nand4_1,13
sky130_fd_sc_hd__o21ai_0,13
sky130_fd_sc_hd__a22oi_1,12
sky130_fd_sc_hd__a31oi_1,11
sky130_fd_sc_hd__nor2b_1,11
sky130_fd_sc_hd__nand2b_1,10
sky130_fd_sc_hd__a21o_1,9
sky130_fd_sc_hd__o31ai_1,9
sky130_fd_sc_hd__mux4_2,8
sky130_fd_sc_hd__and3_1,8
sky130_fd_sc_hd__a221oi_1,7
sky130_fd_sc_hd__and4_1,6
sky130_fd_sc_hd__o21a_1,6
sky130_fd_sc_hd__clkinv_1,6
## power by group
group | switching, mW | internal (mW) | total, mW
sequential | 0.000319 | 0.868 | 0.868
clock | 0.317 | 0.471 | 0.788
combinational | 0.0756 | 0.0277 | 0.103
## routing by layer
| metal | GRT usage, % | up-vias |
|---|---|---|
| met4 | 4.66 | 0 |
| met5 | 0 | - |
| li1 | - | 4099 |
| met1 | 43.9 | 3949 |
| met3 | 10.3 | 45 |
| met2 | 36.2 | 317 |
## layout make-up
class                           instances  area, um^2  area share [%]
Clock buffer                           29         641            4.97
Clock inverter                         12         113           0.873
Inverter                               31         116           0.902
Multi-Input combinational cell        846        5320            41.2
Sequential cell                       207        5830            45.2
Tap cell                              280         350            2.72
Timing Repair Buffer                   61         536            4.15
## worst paths after layout
path / start / to / slack, ns / cells past startpoint
setup / recovery: candidates_vote_number[0][5] / numberOfVotesWinner[0] / 3.46 / 30
hold / removal: number_clock[0] / number_clock[0] / 0.45 / 1
setup reg to reg: candidates_vote_number[0][5] / numberOfVotesWinner[0] / 3.46 / 30
hold reg to reg: number_clock[0] / number_clock[0] / 0.45 / 1
## per-stage QoR
stage	hold slack, ns	setup WS [ns]
after global placement	0.437	3.66
after CTS	0.449	3.48
after floorplan	0.409	3.99
after global routing	0.469	2.87
final	0.448	3.46
after detailed placement	0.435	3.49
Power and IR drop assume default switching activity.
